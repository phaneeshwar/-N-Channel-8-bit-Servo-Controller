[./config.mk]
export PLATFORM = sky130hd
export DESIGN_NAME = servomotor8bit
export DESIGN_NICKNAME = servomotor8bit
export VERILOG_FILES = /design/flow/design.v
export SDC_FILE = /design/flow/constraint.sdc
export NUM_CORES = 4
export LEC_CHECK = 1
export CORE_UTILIZATION = 40
[./design.v]
module Address_Decoder # (     
      parameter channels = 4,  
		parameter nbits = 2  
		)(
		 input clk,                        
		 input [nbits-1:0] address,        
		 input latch,                      
		 output reg [channels-1:0] load    
		 );
integer i;     
always @(posedge clk) begin              
for (i = 0; i < channels; i = i + 1) begin    
   if (address == i) begin                   
	   load[address] <= ~latch; 
	end
	else begin
	load[i] <= 0;	 
	end
	end
end	
endmodule
module Frequencydivider #(
      parameter required_clk_frequency = 128000,  
		parameter clk_frequency = 500000000     
		)(                                     
		  input clk,
		  output reg clkdiv
		  );
localparam integer clkcycle = clk_frequency / required_clk_frequency;  
reg[10:0] counter = 0;  
always @(posedge clk) begin                          
    if (counter < (clkcycle / 2)) begin
	     counter <= counter + 1;                      
		  clkdiv <= 1;                                 
		  end
	  else if (counter >= (clkcycle / 2) && counter < clkcycle ) begin   
	      counter <= counter + 1;                     
			clkdiv <= 0;                                
			end
		else begin
		    counter <= 0;
		end
end
endmodule
module Pwm_channel # (
     parameter required_clk_frequency = 128000,  
     parameter timeperiod = 0.02,                 
	  parameter min_duty_cycle = 0.0005            
	  )(                                           
	  input clkdiv,            
	  input load,              
	  input [7:0] dutycycle,   
	  output reg Pwmout        
	  );
reg [7:0] duty = 0;         
reg [11:0] counter = 0;     
localparam integer clkdiv_period = (required_clk_frequency * timeperiod);       
localparam integer mincycle_count = (required_clk_frequency * min_duty_cycle);  
always @(posedge load ) begin   
       duty <= dutycycle;       
		 end
always @(posedge clkdiv) begin      
          if ( counter < (mincycle_count + duty)) begin   
	          Pwmout <= 1;                                 
			    counter<= counter + 1;                
			 end
		   else if ((counter < clkdiv_period) && (counter >= (mincycle_count + duty))) begin  
		       Pwmout <= 0;                    
			    counter<= counter + 1;         
			 end
		   else begin
		      counter <= 0;         
			   Pwmout <= 0;
         end
     end
endmodule
module servomotor8bit #(              
     parameter min_duty_cycle = 0.0005, 
	  parameter timeperiod = 0.02,       
	  parameter required_clk_frequency = 128000,  
	  parameter n_channels = 4,                 
	  parameter clk_frequency = 50000000,      
	  parameter nbits = ( 
  ((n_channels) <=    2) ? 1: 
  ((n_channels) <=    4) ? 2: 
  ((n_channels) <=    8) ? 3: 
  ((n_channels) <=   16) ? 4: 
  ((n_channels) <=   32) ? 5: 
  ((n_channels) <=   64) ? 6: 
  ((n_channels) <=  128) ? 7: 
  ((n_channels) <=  256) ? 8: 
  ((n_channels) <=  512) ? 9: 
  ((n_channels) <= 1024) ? 10: 
  ((n_channels) <= 2048) ? 11: 
  ((n_channels) <= 4096) ? 12: 16)    
	  )(
	  input [nbits-1:0] address,       
	  input latch,                     
	  input clk,                       
	  input [7:0] dutycycle,           
	  output [n_channels-1:0] PwmOut   
	  );
wire clkdiv;                 
wire [n_channels-1:0] load;   
Frequencydivider # (                                           
      .required_clk_frequency (required_clk_frequency ),
		.clk_frequency (clk_frequency )
		) block1 (
		.clk (clk ),
		.clkdiv (clkdiv )
	   );
Address_Decoder # (                                            
      .channels (n_channels),
		.nbits    (nbits     )
		) block2 (
		.clk      (clk       ),
		.address (address    ),
		.latch   (latch      ),
		.load    (load       )
		);
genvar i;   
generate  
      for (i=0 ; i < n_channels ; i = i + 1) begin: pwm_loop
		         Pwm_channel #(
				    .required_clk_frequency (required_clk_frequency ),    
					 .timeperiod (timeperiod ),
					 .min_duty_cycle (min_duty_cycle )
					 ) block3 (
					 .clkdiv  (clkdiv ),
					 .load    (load[i] ),
					 .dutycycle (dutycycle ),
					 .Pwmout (PwmOut[i] )
					 );
					 end
endgenerate
endmodule
[./constraint.sdc]
current_design servomotor8bit

set clk_period 2.2
set clk_io_pct 0.2

create_clock -name clk0 -period $clk_period [get_ports {clk}]

set non_clock_inputs [all_inputs -no_clocks]
set_input_delay [expr $clk_period * $clk_io_pct] -clock clk0 $non_clock_inputs
set_output_delay [expr $clk_period * $clk_io_pct] -clock clk0 [all_outputs]
[./run.sh]
#!/bin/bash
# OpenROAD 26Q1-2900-gdf79404cd8, Yosys 0.63+post, stock flow scripts
make -C /OpenROAD-flow-scripts/flow DESIGN_CONFIG=/design/flow/config.mk WORK_HOME=/design/flow/orfs finish
==> GITHUB_STEP_SUMMARY <==
### Metrics collected by this job

| Metric | Value |
|---|---|
| Clock power frac | `0.310` |
| IO buf count | `15` |
| VDD IR-drop max | `368 uV` |
| Core area | `0.0104 sq mm` |
| Die Y | `106 um` |
| CTS root buffer | `clkbuf_8` |
| Hold Crit Class | `flop to flop` |
| # fillers | `985` |
| Sw Ratio | `0.220` |
| Log Warnings | `36` |
| Post-CTS Setup Inserts | `0` |
| Register clock-pin slew on the reported worst setup and hold paths | `0.06 ns` |
| Critical Path RT | `2.38 ns` |
| Yosys warns | `13` |
| Post-synthesis sequential area ratio | `0.465` |
| Initial drt markers | `81` |
| Hold_buf cts | `0` |
| Hold path cells | `1` |
| Drt drc | `0` |
| Largest net degree at the start of global routing | `53` |
| MI comb area | `0.00211 sq mm` |
| WL final | `6210 um` |
| Yosys Chip Area | `0.00430 sq mm` |
| R2R cell count | `4` |
| Flops after synth | `100` |
| Crit path kind | `primary input to flop` |
| # setup viols final | `0` |
| Critical path endpoint category | `flop` |
| Share of layout cells above drive strength 1 | `0.0196` |
| Initial antenna violation count | `0` |
| NetSw | `182 uW` |
| Setup crit start kind | `primary input` |
| Netlist cell types | `34` |
| Sequential power share | `0.548` |
| Final ANT Viol Nets | `0` |
| Chip Area | `0.0112 sq mm` |
| Clock Latency Late Sink | `0.24 ns` |
| Cells after Synth | `446` |
| Max-cap violations | `0` |
| Overall routing resource usage | `0.123` |
| Slew @ Worst Pin | `0.702 ns` |
| Status | `finished, final reports clean` |
| Setup TNS | `0 ns` |
| Register pins left without a clock | `84` |
| RSZ-0062 raised after global routing | `false` |
| Gp weighted congestion | `0.808` |
| Post-CTS sizing | `0` |
| Die X | `106 um` |
| Avg WL per Cell | `10.4 um` |
| DRT Pass-1 Iters | `4` |
| Gate power share | `0.143` |
| Vias | `2812` |
| Vias in the first global route | `2653` |
| First-pass GRT wire length | `11300 um` |
| I/O Pins | `16` |
| Worst Path Max Fanout | `5` |
| Worst EP arrival | `1.99 ns` |
| Hold Violations, Final | `0` |
| F_max | `0.551 GHz` |
| Int Pwr | `646 uW` |
| Finished Layout Cells | `595` |
| # rows | `37` |
| Pleak | `1.96 nW` |
| Endpoints left unconstrained | `88` |
| Mapped Avg Cell Area | `9.64 sq um` |
| ANT cells | `0` |
| Yosys cell count | `446` |
| Area grow syn2layout | `7.85%` |
| P per Cell Area | `178 mW/mm^2` |
| Num CTS Buffers | `3` |
| Final Critical Period | `1.82 ns` |
| Max-slew violations | `0` |
| Final Cycle Share | `0.826` |
| Post-synthesis instance area | `0.00430 sq mm` |
| Starting Density | `0.415` |
| Reg area | `0.00200 sq mm` |
| GRT overflow | `0` |
| Largest buffer count on any clock path | `2` |
| Dpl hpwl | `4990 um` |
| Worst slack on hold paths | `0.453 ns` |
| Fin util | `0.447` |
| Skew final | `0.00208 ns` |
| DP Cell Count | `591` |
| CTS tree | `done` |
| Number of vias per cell | `4.73` |
| Htree depth | `1` |
| Slew HR | `0.531` |
## power by group through the flow
stage         sequential, mW  clock, mW  combinational, mW
CTS                    0.454      0.264              0.122
global route           0.457      0.280              0.137
finish                 0.453      0.256              0.118
## cell usage in the layout (no fill, tap or decap)
| cell | Yosys | layout |
|---|---|---|
| a211oi_1 | 7 | 7 |
| a21o_1 | 1 | 1 |
| a21oi_1 | 12 | 12 |
| a311o_1 | 1 | 1 |
| a41o_1 | 4 | 4 |
| a41oi_1 | 1 | 1 |
| and3_1 | 7 | 7 |
| and3_2 | 1 | 1 |
| and4_1 | 6 | 6 |
| and4_2 | 1 | 1 |
| buf_4 | 4 | 2 |
| clkbuf_8 | 0 | 4 |
| clkdlybuf4s50_1 | 0 | 15 |
| conb_1 | 1 | 2 |
| dfxtp_1 | 100 | 100 |
| ha_1 | 53 | 53 |
| inv_1 | 36 | 36 |
| nand2_1 | 30 | 30 |
| nand3_1 | 24 | 24 |
| nand3b_1 | 1 | 1 |
| nand4_1 | 6 | 6 |
| nor2_1 | 56 | 56 |
| nor2b_1 | 14 | 14 |
| nor3_1 | 4 | 4 |
| nor3_2 | 1 | 1 |
| nor3b_1 | 1 | 1 |
| nor4_1 | 9 | 9 |
| o211ai_1 | 4 | 4 |
| o21a_1 | 2 | 2 |
| o21ai_0 | 10 | 10 |
| o2bb2ai_1 | 1 | 1 |
| o31ai_1 | 1 | 1 |
| xnor2_1 | 14 | 14 |
| xor2_1 | 28 | 28 |
## synthesized netlist by cell type
| cell type | count | area, sq um |
|---|---|---|
| nor3_2 | 1 | 10.0 |
| dfxtp_1 | 100 | 2000 |
| a41oi_1 | 1 | 8.76 |
| nor3_1 | 4 | 20.0 |
| o21a_1 | 2 | 15.0 |
| nand3b_1 | 1 | 7.51 |
| o2bb2ai_1 | 1 | 8.76 |
| a21o_1 | 1 | 7.51 |
| nor2_1 | 56 | 210 |
| xnor2_1 | 14 | 123 |
| o31ai_1 | 1 | 7.51 |
| o211ai_1 | 4 | 30.0 |
| buf_4 | 4 | 30.0 |
| and3_2 | 1 | 7.51 |
| a311o_1 | 1 | 10.0 |
| and4_1 | 6 | 52.6 |
| nand4_1 | 6 | 37.5 |
| o21ai_0 | 10 | 50.1 |
| a41o_1 | 4 | 40.0 |
| and3_1 | 7 | 43.8 |
| clkbuf_1 | 4 | 15.0 |
| and4_2 | 1 | 10.0 |
| a21oi_1 | 12 | 60.1 |
| nor2b_1 | 14 | 87.6 |
| conb_1 | 1 | 3.75 |
| ha_1 | 53 | 663 |
| nand2_1 | 30 | 113 |
| nand3_1 | 24 | 120 |
| xor2_1 | 28 | 245 |
| nor4_1 | 9 | 56.3 |
| inv_1 | 36 | 135 |
| a211oi_1 | 7 | 52.6 |
| nor3b_1 | 1 | 7.51 |
| buf_6 | 1 | 11.3 |
## metal layers
layer	GRT usage	up-vias	routed length, um
met5	0	-	0
met4	0.00595	0	21
met3	0.00757	2	216
met2	0.198	33	2660
met1	0.196	1251	3320
li1	-	1526	-
## kinds of logic (layout without fill, tap and decap cells)
kind of cell             Yosys count  count (layout)  share of synthesized area
flip-flops                       100             100                      0.465
buffers and inverters             45              57                     0.0445
adder cells (fa/ha/maj)           53              53                      0.154
XOR/XNOR                          42              42                     0.0855
other                              1               2                   0.000872
AND/OR/NAND/NOR                  161             161                      0.182
AND-OR/OR-AND                     44              44                     0.0675
## cell type report
type	count	share of cell area
Clock buffer	4	0.0119
Inverter	36	0.0291
Multi-Input combinational cell	302	0.455
Tap cell	136	0.0367
Timing Repair Buffer	17	0.0356
Sequential cell	100	0.431
## critical path, stage by stage
cell and delay (ns):
clkdlybuf4s50_1 0.55, inv_1 0.12, ha_1 0.33, nor3b_1 0.25, o21ai_0 0.15, o2bb2ai_1 0.15
## registers in the layout, summed over array words and instances, names as in the netlist
register / count
block1.clkdiv: 1
block1.counter: 11
block2.load: 4
pwm_loop.block3.Pwmout: 4
pwm_loop.block3.counter: 48
pwm_loop.block3.duty: 32
## worst paths after layout
check,end,slack (ns),from
min reg2reg,block1.clkdiv,0.45,block1.clkdiv
min,block1.clkdiv,0.45,block1.clkdiv
max reg2reg,block1.clkdiv,0.74,block1.counter[3]
max,block2.load[1],0.38,address[1]
## through the flow
step | area, sq um | power [mW] | setup slack, ns
finish | 4640 | 0.828 | 0.384
global placement | 4580 | 0.578 | 0.179
global route | 4640 | 0.874 | 0.287
CTS | 4640 | 0.840 | 0.404
floorplan | 4310 | 0.520 | 0.845
detailed placement | 4580 | 0.581 | 0.151
Power is estimated from default activity; no workload was simulated.
